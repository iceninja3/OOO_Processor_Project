--- design/flow/design.v ---
module fifo #(
    parameter type T = logic [31:0],
    parameter DEPTH = 8
) (
    input logic  clk, 
    input logic  reset, 
    input logic  write_en,
    input T      write_data,
    input logic  read_en, 
    output T     read_data,
    output logic full,
    output logic empty
);
localparam int PW = $clog2(DEPTH);
logic [PW-1:0] wr_ptr;
logic [PW-1:0] rd_ptr;
logic [PW:0] count;  
T mem [0:DEPTH-1];  
assign full = (count == DEPTH);
assign empty = (count == 0);
always_ff @(posedge clk) begin 
    if(reset) begin 
        wr_ptr <= '0; 
    end 
    else begin
        if(write_en && ~full) begin 
            mem[wr_ptr] <= write_data;
            wr_ptr <= wr_ptr + 1'b1;
        end 
    end 
end 
always_ff @(posedge clk) begin 
    if(reset) begin 
        rd_ptr <= '0; 
    end 
    else begin
        if(read_en && ~empty) begin 
            read_data <= mem[rd_ptr];
            rd_ptr <= rd_ptr + 1'b1;
        end 
    end 
end 
always_ff @(posedge clk) begin 
    if(reset) begin 
        count <= '0;
    end 
    else begin 
        case ({write_en && ~full,read_en && ~empty})
        2'b00: count <= count;
        2'b01: count <= count - 1'b1;
        2'b10: count <= count + 1'b1;
        2'b11: count <= count;
        default: count <= count;
        endcase 
    end 
end 
endmodule 
--- design/flow/run.sh ---
#!/bin/bash
# OpenROAD 26Q1-2900-gdf79404cd8, Yosys 0.63+post, stock flow scripts
make -C /OpenROAD-flow-scripts/flow DESIGN_CONFIG=/design/flow/config.mk WORK_HOME=/design/flow/orfs finish
--- design/flow/config.mk ---
export PLATFORM = sky130hd
export DESIGN_NAME = fifo
export DESIGN_NICKNAME = fifo
export VERILOG_FILES = /design/flow/design.v
export SDC_FILE = /design/flow/constraint.sdc
export NUM_CORES = 4
export LEC_CHECK = 1
export CORE_UTILIZATION = 30
export SYNTH_HDL_FRONTEND = slang
--- design/flow/constraint.sdc ---
current_design fifo

set clk_period 9.7
set clk_io_pct 0.2

create_clock -name clk0 -period $clk_period [get_ports {clk}]

set non_clock_inputs [all_inputs -no_clocks]
set_input_delay [expr $clk_period * $clk_io_pct] -clock clk0 $non_clock_inputs
set_output_delay [expr $clk_period * $clk_io_pct] -clock clk0 [all_outputs]
==> run summary <==
Purpose: to document the outcome of synthesis and place and route.

Run status
The flow ran to the end, and the final reports show no timing, DRC or antenna violations.

Global route
The number of antenna violations at the first check in global routing is 2. The first global-routing pass estimated 32,600 um of wire. The via count of the first global-routing pass is 5,687. The global-route total usage across every layer is 12.0%.

The largest net degree at the start of global routing is 53. The overall overflow remaining after global route is 0.

Floorplan
The area of the chip is 0.0381 mm^2. Before placement the cells fill 30.6% of the core. The total I/O pin count is 70. The floorplan row count is 70. Measured along the x axis, the die boundary spans 195 um. The vertical die dimension is 195 um. The area of the placeable core is 0.0367 mm^2.

Flow run
The run reported a max-capacitance violation count of 0. Across all stage logs, warnings added up to 25.

Power
The flow reports that the clock network draws 34.1% of the design power. The internal power component is 2.52 mW. The power report attributes to the combinational group a share of 17.9%.

The script computed a power per unit cell area of 242 mW/mm^2. The fraction of power consumed by sequential logic is 48.0%. The script computed the net switching share of total power as 23.0%. The total net switching power is 0.752 mW. IR analysis of the VDD net gives a maximum drop of 0.000124 V. In this run the static leakage power is 4.20 nW.

Summing internal, switching and leakage power gives 3.27 mW.

Yosys
The register bit total from synthesis is 298. The post-synthesis cell area is 0.0112 mm^2. The yosys cell count is 474. The number of synthesis warnings is 0. The synthesized instance count is 474.

The post-synthesis chip area from yosys is 0.0112 mm^2. The number of distinct standard cells referenced by the synthesized netlist is 31. The synthesized area per cell is 23.7 um^2. The part of the Yosys area used for sequential elements is 78.9%.

Worst setup path
The critical path endpoint category is an output port. The slowest cell on the critical path is sky130_fd_sc_hd__or4b_1. For reference, the critical path cell chain is or4b_1, inv_1, clkdlybuf4s50_1. Counting cells, the worst reg-to-reg path comes to 10. The endpoint of the most critical setup path is full. Looking at the critical path, the highest net fanout was 6.

OpenSTA lists the critical path startpoint as count[0]. By startpoint and endpoint, the worst setup path is classified as reg -> out. The endpoint of the lowest-slack register-to-register path is count[3].

The start of the worst register-to-register path is count[0]. The required time of the critical path is 7.76 ns. STA puts the critical path data arrival time at 2.10 ns. The biggest cell delay along the critical path is 0.62 ns. The worst setup path is launched from a flip-flop.

The worst register-to-register path has a setup slack of 6.81 ns.

STA
Setup violations remaining at the end of the flow were counted as 0. The number of pins with negative max-slew slack in the final report is 0. On the final layout, the worst clock skew is 0.0118 ns. The smallest hold slack is 0.568 ns. The normalized max-slew margin is 49.6%. For reference, the final report shows the hold violation count at 0. The transition time recorded at the tightest slew-check pin is 0.756 ns.

OpenROAD reports that the post-layout worst path occupies 41.6% of the period. The final critical-path setup slack is 5.66 ns. The final layout reports a setup TNS of 0 ns.

The post-route minimum period is 4.04 ns. The highest achievable clock rate is 248 MHz. Setup repair after global routing left no endpoint under its margin.

Clock tree
Per the post-CTS timing run, clock transition at the registers of the reported paths is 0.06 ns. The cell at the root of the clock tree is sky130_fd_sc_hd__clkbuf_16. The post-CTS hold buffer count recorded in the log is 0.

The post-CTS repair timing setup buffer count is 0. The TritonCTS clock tree is built. Post-CTS repair ended up resizing 0 cells. Clock tree synthesis inserted a total of 30 buffers. Per the CTS log, the maximum H-tree level is 1. The maximum clock path buffer count is 3. At the later pin of the worst-skew pair, clock insertion delay measures 0.54 ns. CTS saw 298 sinks.

Routing
For this block, the via count after detailed routing is 4,977. Using the TritonRoute via totals, the vias-per-cell ratio works out to 4.67. The DRC violations left is 0.

The total wire length is 20,700 um. Nets still carrying antenna violations after routing amount to 0. The DRC violation total after the first TritonRoute iteration is 290. Before antenna repair, the detailed router went through 4 iterations. Dividing the detail-routed wire length by the instance count gives 19.5 um.

Layout
The proportion of layout cells with a drive suffix above 1 is 27.5%. In the final layout, the fill cell count is 3,226. From synthesis to final layout, the design area changed by 20.6%. The post-layout instance area is 0.0135 mm^2.

Place
Prior to clock tree synthesis, the placed netlist has a worst setup slack of 5.45 ns. Port buffering added 69 buffers. The routability congestion estimate from global placement is 0.814. The wire-length estimate of the detail-placed layout is 11,900 um. Summing all placed instances gives a cell area of 0.0126 mm^2.

Min path
The path class of the lowest-slack min-delay path is reg -> reg.
## registers in the layout, summed over array words and instances (netlist names)
register	flops
mem	256
read_data	32
count	4
rd_ptr	3
wr_ptr	3
## layer usage
metal | vias to the layer above | global-route usage, % | part of all wire, %
met2 | 289 | 18.6 | 49
met1 | 2469 | 14.6 | 36
li1 | 2187 | - | -
met4 | 2 | 1.66 | 1.5
met3 | 30 | 8.25 | 14
met5 | - | 0 | 0.053
## logic make-up after synthesis
| kind of cell | Yosys count | share of synthesized area, % |
|---|---|---|
| DFF | 298 | 78.9 |
| muxes | 99 | 16.7 |
| and+or+nand+nor | 35 | 1.45 |
| buffers and inverters | 24 | 1.27 |
| AOI/OAI and AO/OA | 6 | 0.502 |
| xor gates and xnor gates | 6 | 0.469 |
| adders and majority gates | 6 | 0.737 |
## through the flow
stage	instances	utilization [%]
6_report	1065	36.9
5_1_grt	1064	36.8
4_1_cts	1064	36.8
3_5_place_dp	1008	34.2
3_3_place_gp	1008	34.2
2_1_floorplan	474	-
## worst max-delay path, delay by kind of cell (launching register included)
family | cells | cell delay [ns]
simple gates | 1 | 0.62
buf+inv | 2 | 0.55
flops | 1 | 0.39
## cell usage after synthesis
cell	number	area share, %
sky130_fd_sc_hd__mux2i_1	2	0.18
sky130_fd_sc_hd__nand3_1	2	0.089
sky130_fd_sc_hd__nand2_1	5	0.17
sky130_fd_sc_hd__edfxtp_1	288	77
sky130_fd_sc_hd__nand2_2	1	0.056
sky130_fd_sc_hd__mux2_2	33	3.3
sky130_fd_sc_hd__xnor2_1	3	0.23
sky130_fd_sc_hd__a31oi_1	1	0.056
sky130_fd_sc_hd__inv_1	3	0.10
sky130_fd_sc_hd__fa_1	1	0.18
sky130_fd_sc_hd__a211oi_1	1	0.067
sky130_fd_sc_hd__nand3b_1	1	0.067
sky130_fd_sc_hd__mux4_2	55	11
sky130_fd_sc_hd__or4b_1	1	0.089
sky130_fd_sc_hd__o41ai_4	1	0.25
sky130_fd_sc_hd__dfxtp_1	10	1.8
sky130_fd_sc_hd__buf_2	3	0.13
sky130_fd_sc_hd__ha_1	5	0.56
sky130_fd_sc_hd__buf_1	4	0.13
sky130_fd_sc_hd__xor2_1	3	0.23
sky130_fd_sc_hd__a21oi_1	3	0.13
sky130_fd_sc_hd__inv_2	1	0.033
sky130_fd_sc_hd__buf_6	5	0.50
sky130_fd_sc_hd__nor2b_1	1	0.056
sky130_fd_sc_hd__mux4_1	9	2.1
sky130_fd_sc_hd__buf_8	1	0.13
sky130_fd_sc_hd__nor3_1	3	0.13
sky130_fd_sc_hd__clkbuf_1	7	0.23
sky130_fd_sc_hd__nor2_1	18	0.60
sky130_fd_sc_hd__nor4_1	2	0.11
sky130_fd_sc_hd__nor4b_1	1	0.078
## area by class of cell
cell class                 count  area (um^2)  area share, %
timing repair buffer          86          818           6.05
tap                          468          586           4.33
clock inverter                17          163           1.20
multi-input combinational    152         2280           16.8
clock buffer                  39          806           5.96
inverter                       4         15.0          0.111
antenna                        1         2.50         0.0185
sequential                   298         8860           65.5
## placed cells by master (no fill, tap or decap), types with 2 or more instances in the layout
master,Yosys,layout
sky130_fd_sc_hd__mux4_2,55,55
sky130_fd_sc_hd__a21oi_1,3,3
sky130_fd_sc_hd__bufinv_16,0,3
sky130_fd_sc_hd__edfxtp_1,288,288
sky130_fd_sc_hd__mux2_2,33,33
sky130_fd_sc_hd__clkbuf_1,7,8
sky130_fd_sc_hd__dfxtp_4,0,2
sky130_fd_sc_hd__nor2_1,18,14
sky130_fd_sc_hd__buf_4,0,17
sky130_fd_sc_hd__nand2_1,5,5
sky130_fd_sc_hd__nand3_1,2,2
sky130_fd_sc_hd__clkdlybuf4s50_1,0,69
sky130_fd_sc_hd__clkinv_1,0,4
sky130_fd_sc_hd__mux2i_1,2,2
sky130_fd_sc_hd__clkbuf_16,0,31
sky130_fd_sc_hd__nor3_2,0,3
sky130_fd_sc_hd__xnor2_1,3,3
sky130_fd_sc_hd__nor2_4,0,4
sky130_fd_sc_hd__ha_1,5,5
sky130_fd_sc_hd__clkinv_2,0,8
sky130_fd_sc_hd__dfxtp_1,10,7
sky130_fd_sc_hd__inv_1,3,3
sky130_fd_sc_hd__mux4_1,9,9
sky130_fd_sc_hd__xor2_1,3,3
## power groups by stage
stage	Sequential, mW	Combinational (mW)	Clock, mW
finish	1.57	0.585	1.12
global route	1.58	0.642	1.19
CTS	1.58	0.603	1.14
## worst min-delay path by stage
| stage | from | to | cells past startpoint |
|---|---|---|---|
| after CTS | wr_ptr[1] | wr_ptr[1] | 2 |
| after global routing | wr_ptr[1] | wr_ptr[1] | 2 |
| final | wr_ptr[1] | wr_ptr[1] | 2 |
Power and IR drop assume default switching activity.
