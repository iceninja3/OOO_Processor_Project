## flow/design.v

```verilog
module circular_buffer #(
    parameter type T = logic [31:0],
    parameter DEPTH = 8
) (
    input logic  clk, 
    input logic  reset, 
    input logic  write_en,
    input T      write_data,
    input logic  read_en, 
    output T     read_data,
    output logic full,
    output logic empty
);
localparam int PW = $clog2(DEPTH);
logic [PW-1:0] wr_ptr;
logic [PW-1:0] rd_ptr;
logic [PW:0] count;  
T mem [0:DEPTH-1];  
assign full = (count == DEPTH);
assign empty = (count == 0);
always_ff @(posedge clk) begin 
    if(reset) begin 
        wr_ptr <= '0; 
    end 
    else begin
        if(write_en) begin 
            mem[wr_ptr] <= write_data;
            wr_ptr <= (wr_ptr == (DEPTH-1)) ? '0 : wr_ptr + 1'b1;
        end 
    end 
end 
always_ff @(posedge clk) begin 
    if(reset) begin 
        rd_ptr <= '0; 
        read_data <= '0;
    end 
    else begin
        if(read_en && ~empty) begin 
            read_data <= mem[rd_ptr];
            rd_ptr <= (rd_ptr == (DEPTH-1)) ? '0 : rd_ptr + 1'b1;
        end 
        else begin 
            if(write_en && full) begin 
                rd_ptr <= (rd_ptr == (DEPTH-1)) ? '0 : rd_ptr + 1'b1;
            end 
        end
    end 
end 
logic read;
logic write;
logic write_full;
always_comb begin 
    read = read_en && ~empty;
    write = write_en && (~full || read);
    write_full = write_en && full && ~read;
end 
always_ff @(posedge clk) begin 
    if(reset) begin 
        count <= '0;
    end 
    else begin 
        case ({write, read})
        2'b00: count <= count;
        2'b01: count <= count - 1'b1;
        2'b10: count <= write_full ? count : count + 1'b1;
        2'b11: count <= count;
        default: count <= count;
        endcase 
    end 
end 
endmodule 
```

## flow/run.sh

```bash
#!/bin/bash
# OpenROAD 26Q1-2900-gdf79404cd8, Yosys 0.63+post, stock flow scripts
make -C /OpenROAD-flow-scripts/flow DESIGN_CONFIG=/design/flow/config.mk WORK_HOME=/design/flow/orfs finish
```

## flow/config.mk

```make
export PLATFORM = sky130hd
export DESIGN_NAME = circular_buffer
export DESIGN_NICKNAME = circular_buffer
export VERILOG_FILES = /design/flow/design.v
export SDC_FILE = /design/flow/constraint.sdc
export NUM_CORES = 4
export LEC_CHECK = 1
export CORE_UTILIZATION = 40
export SYNTH_HDL_FRONTEND = slang
```

## flow/constraint.sdc

```tcl
current_design circular_buffer

set clk_period 5.9
set clk_io_pct 0.2

create_clock -name clk0 -period $clk_period [get_ports {clk}]

set non_clock_inputs [all_inputs -no_clocks]
set_input_delay [expr $clk_period * $clk_io_pct] -clock clk0 $non_clock_inputs
set_output_delay [expr $clk_period * $clk_io_pct] -clock clk0 [all_outputs]
```

==> writeup.txt <==
The run finished with clean final reports. The finished cells cover 13,600 sq um. The main area contributors are sky130_fd_sc_hd__edfxtp_1, sky130_fd_sc_hd__mux4_2, sky130_fd_sc_hd__dfxtp_1. Number of setup violations in the final report: 0. STA classifies the critical path startpoint as an input port. The core region is 27,800 sq um. Looking at hold timing, the worst path starts from read_data[1]. The average instance in the mapped netlist occupies 20.2 sq um. Setup repair after global routing left no endpoint under its margin.

The chip area line in the Yosys stat output reads 11,300 sq um. Between the synthesized netlist and the finished layout, the area growth was recorded as 20.4%. Number of pins exceeding their max-slew limit in the final report: 0. Area of the mapped netlist: 11,300 sq um. The pin closest to its max-slew limit shows a slew of 0.912 ns. The most area-hungry cell type in the Yosys netlist was sky130_fd_sc_hd__edfxtp_1. The count of final hold-check violations was 0; the residual overflow from global routing was 0. The number of distinct library cell variants in the gate-level netlist after synthesis was 41. The global placer's final weighted congestion came out at 0.792. The fraction of power consumed by sequential logic was 44.4%. Number of top-level pins: 70. Per the CTS log, the root buffer master is sky130_fd_sc_hd__clkbuf_16. For the global-route usage over all layers, the log shows 17.7%. The die extent in y was 170 um. In the power breakdown, the internal column shows 4.37 mW. The yosys cell count came out at 558. The post-detailed-placement half-perimeter wirelength is 11,500 um.

TritonCTS built the clock tree. The tools report the total of warnings raised by yosys as 0. The power report shows net switching accounting for 24.9% of the total. Initial core utilization: 40.6%.

After technology mapping, the gate count stands at 558. The required time reported for the critical path endpoint was 6.33 ns. After detailed routing, the number of remaining DRC violations is 0. The tools report the count of hold buffers inserted by post-cts repair as 0. Worst hold-check path type: flip-flop to flip-flop. The tools report the startpoint of the worst setup timing path as read_en.

As logged by OpenROAD, the buffers inserted on ports number 69. The floorplan has 61 rows. Across the VDD grid, the largest voltage drop is 235 uV. In the log, the iteration count for the first detailed-route pass is 4. The worst flop-to-flop path startpoint is count[0].

The portion of the clock cycle consumed by the worst path in the final layout works out to 57.0%. The wire length of the first global-routing pass is 34,500 um. The critical path is of the input port to flip-flop type. For the depth of the CTS H-tree, the log shows 1. The total clock buffers created by CTS was 30.

Post-CTS timing repair inserted 0 buffers for setup. With the fraction of registers with async set/reset at 0%, the total negative setup slack is 0 ns. The post-route core utilization came out at 48.9%. No sink is reached through more buffers than the 3 on the longest clock path.

The total of max-cap violations came out at 0. In this run, the number of DRC markers left after iteration 0 of detailed routing was 242. The skew report gives the latency at the later pin of the worst-skew pair as 0.56 ns. The leakage power in the latest report is 4.31 nW. The count of warning messages emitted by the tools works out to 25.

The share of total power in combinational logic came out at 18.7%. For this run, the detailed router reports a per-instance via density of 5.36. Based on the critical path, the design can be clocked at up to 297 MHz. Per report_power, the clock group accounts for 36.9% of the total.

The final timing report derives a shortest allowable period of 3.37 ns. With the die span in x at 170 um, the switching power is 1.45 mW. STA classifies the critical path endpoint as a flip-flop. Per the detail_route report, routed wire per instance is 21.4 um.

The routed design has 22,300 um of wire. On the worst setup and hold paths after CTS, the clock-pin slew comes to 0.07 ns. The initial antenna violation count is 0. The logs give 10,900 um for the met2 layer wire length in the routed design and 5,604 for the vias after detailed routing.

The final antenna-violating net count came out at 0. The top cell type by area accounts for 68.2% of the synthesized area. Per the slew report, the remaining headroom to the max-slew limit stands at 39.2%. The run gives 0 for the number of gates given a new drive strength after cts.

The via count of the first global-routing pass was 6,114. Yosys reported a register bit count of 298. The number of enable-type register cells in the synthesized netlist came out at 256. The die outline area is 28,900 sq um. After detailed routing, no signal wire sits above met4. The fraction of layout cells with a size suffix above 1 was 26.6%. The most popular library cell in the synthesized design by count is sky130_fd_sc_hd__edfxtp_1. The logs give 3.80 ns for the critical path arrival and 12,400 sq um for the instance area at placement. The total power per unit cell area was 428 nW/um^2; the sum of routed wire segments on met1 was 7760 um. The tools report the final worst clock skew as 0.0187 ns. Counting every sink on the clock net gives 298. Sorting the synthesized cells by how often they occur yields sky130_fd_sc_hd__edfxtp_1, sky130_fd_sc_hd__mux4_2, sky130_fd_sc_hd__nor2_1. The critical path maximum fanout is 35.

In the Yosys report, the sequential cells make up 75.7% of the chip area. The logs give 3210 um for the sum of met3 wire segment lengths after detailed routing and 51 for the largest net degree at the start of global routing. Per the synth stats, the flop cell with the highest instance count is sky130_fd_sc_hd__edfxtp_1.
worst paths after layout:
kind                        to  cells past startpoint  slack [ns]
hold reg to reg   read_data[1]                      2        0.50
setup reg to reg      count[3]                     10        3.00
setup / recovery      count[3]                     11        2.53
hold / removal    read_data[1]                      2        0.50
flip-flops by register name (all words and copies together), names as in the netlist:
register and cells:
rd_ptr 3, mem 256, read_data 32, wr_ptr 3
count 4
power by group through the flow:
stage     combinational (mW)  clock, mW  sequential, mW
6_report                1.09       2.14            2.58
5_1_grt                 1.20       2.27            2.61
4_1_cts                 1.11       2.18            2.59
cell families after synthesis:
group                      share of synthesized area (%)
DFF                                                 75.7
and+or+nand+nor                                     5.72
muxes                                               13.1
AOI/OAI and AO/OA                                   2.71
buffers and inverters                               1.65
adders and majority gates                          0.955
xor gates and xnor gates                           0.155
cells in the final DEF, fill, tap and decap left out, types with 2 or more instances in the layout:
cell type / synthesis / routed
sky130_fd_sc_hd__ha_1: 7 / 7
sky130_fd_sc_hd__nand2_1: 6 / 6
sky130_fd_sc_hd__clkbuf_16: 0 / 30
sky130_fd_sc_hd__xnor2_1: 2 / 2
sky130_fd_sc_hd__edfxtp_1: 256 / 256
sky130_fd_sc_hd__clkinv_2: 0 / 7
sky130_fd_sc_hd__clkinvlp_4: 0 / 3
sky130_fd_sc_hd__nand3_1: 2 / 2
sky130_fd_sc_hd__nor3_1: 4 / 4
sky130_fd_sc_hd__dfxtp_1: 42 / 40
sky130_fd_sc_hd__mux2i_1: 4 / 4
sky130_fd_sc_hd__clkbuf_8: 0 / 2
sky130_fd_sc_hd__a21oi_1: 4 / 4
sky130_fd_sc_hd__buf_4: 10 / 13
sky130_fd_sc_hd__nor2_4: 0 / 6
sky130_fd_sc_hd__mux4_2: 64 / 64
sky130_fd_sc_hd__nor4_2: 0 / 2
sky130_fd_sc_hd__nor2_1: 47 / 41
sky130_fd_sc_hd__o22ai_1: 32 / 32
sky130_fd_sc_hd__clkdlybuf4s50_1: 0 / 68
sky130_fd_sc_hd__bufinv_16: 0 / 9
sky130_fd_sc_hd__nand3b_1: 2 / 2
sky130_fd_sc_hd__nor3_2: 29 / 29
sky130_fd_sc_hd__inv_1: 3 / 3
sky130_fd_sc_hd__nand2b_1: 2 / 2
per-layer routing:
| layer | track usage, % | vias to the layer above |
|---|---|---|
| met5 | 0 | - |
| met2 | 26.7 | 338 |
| met1 | 22.0 | 2776 |
| met4 | 3.29 | 0 |
| met3 | 12.3 | 34 |
| li1 | - | 2456 |
cell type report:
type / instances / area [sq um]
Inverter: 4 / 15.0
Tap cell: 378 / 473
Clock buffer: 33 / 782
Clock inverter: 23 / 368
Timing Repair Buffer: 82 / 783
Fill cell: 2215 / 14200
Multi-Input combinational cell: 226 / 2620
Sequential cell: 298 / 8530
Antenna cell: 1 / 2.50
stage by stage:
stage / power (mW) / setup slack, ns / instances / hold slack (ns)
after floorplan: 3.35 / 0.863 / 558 / 0.446
after global placement: 3.71 / 2.12 / 988 / 0.492
after detailed placement: 3.73 / 1.99 / 988 / 0.490
after CTS: 5.88 / 2.54 / 1044 / 0.506
after global routing: 6.08 / 2.36 / 1044 / 0.528
final: 5.82 / 2.53 / 1045 / 0.498
critical path, stage by stage:
cell	delay, ns
sky130_fd_sc_hd__clkdlybuf4s50_1	0.51
sky130_fd_sc_hd__o41a_2	0.15
sky130_fd_sc_hd__buf_4	0.48
sky130_fd_sc_hd__inv_2	0.05
sky130_fd_sc_hd__ha_1	0.28
sky130_fd_sc_hd__inv_1	0.15
sky130_fd_sc_hd__ha_1	0.29
sky130_fd_sc_hd__a21oi_1	0.26
sky130_fd_sc_hd__a2111oi_0	0.15
sky130_fd_sc_hd__o21ai_0	0.23
sky130_fd_sc_hd__nand2_1	0.07
No activity file was given, so power comes from the tool's default toggle rates.
