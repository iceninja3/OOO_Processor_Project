==> flow/design.v <==
module Fetch #(
    parameter ADDR_WIDTH = 9,
    parameter DATA_WIDTH = 32,
    parameter RESET_PC   = 32'h0000_0000   
)(
    input  logic                  clk,
    input  logic                  reset,
    output logic [ADDR_WIDTH-1:0] icache_addr,  
    input  logic [DATA_WIDTH-1:0] icache_rdata, 
    output logic                  valid_o,     
    input  logic                  ready_i,      
    output logic [31:0]           pc_o,         
    output logic [DATA_WIDTH-1:0] inst_o     
);
    logic [31:0] pc_req;
    logic [31:0] pc_reg;
    logic [DATA_WIDTH-1:0] inst_reg;
    assign icache_addr = pc_req[ADDR_WIDTH+1:2];
    assign pc_o   = pc_reg;
    assign inst_o = inst_reg;
    always_ff @(posedge clk) begin
        if (reset) begin
            pc_req   <= RESET_PC;
            pc_reg   <= '0;
            inst_reg <= '0;
            valid_o  <= 1'b0;
        end 
        else begin
            if (ready_i || !valid_o) begin
                inst_reg <= icache_rdata;
                pc_reg   <= pc_req;
                valid_o  <= 1'b1;
                pc_req <= pc_req + 32'd4;
            end
        end
    end
endmodule
==> flow/run.sh <==
#!/bin/bash
# OpenROAD 26Q1-2900-gdf79404cd8, Yosys 0.63+post, stock flow scripts
make -C /OpenROAD-flow-scripts/flow DESIGN_CONFIG=/design/flow/config.mk WORK_HOME=/design/flow/orfs finish
==> flow/config.mk <==
export PLATFORM = sky130hd
export DESIGN_NAME = Fetch
export DESIGN_NICKNAME = Fetch
export VERILOG_FILES = /design/flow/design.v
export SDC_FILE = /design/flow/constraint.sdc
export NUM_CORES = 4
export LEC_CHECK = 1
export CORE_UTILIZATION = 40
export SYNTH_HDL_FRONTEND = slang
==> flow/constraint.sdc <==
current_design Fetch

set clk_period 8.2
set clk_io_pct 0.2

create_clock -name clk0 -period $clk_period [get_ports {clk}]

set non_clock_inputs [all_inputs -no_clocks]
set_input_delay [expr $clk_period * $clk_io_pct] -clock clk0 $non_clock_inputs
set_output_delay [expr $clk_period * $clk_io_pct] -clock clk0 [all_outputs]
==> impl_metrics.sql <==
-- metrics for the results database
INSERT INTO impl_metrics (metric_group, metric, value, unit) VALUES
('timing', 'post-route-period-util', '0.450', ''),
('layout', 'most-common-layout-cells', 'sky130_fd_sc_hd__nand2_1 (141), sky130_fd_sc_hd__clkdlybuf4s50_1 (105), sky130_fd_sc_hd__dfxtp_1 (93)', ''),
('logic_synthesis', 'synth-async-reset-ratio', '0', ''),
('logic_synthesis', 'synth_cells', '456', ''),
('timing', 'slew_headroom', '0.463', ''),
('timing', 'worst-slew-pin-transition', '0.805', 'ns'),
('floorplanning', 'boundaryPins', '109', ''),
('logic_synthesis', 'synth-seq-cells', '93', ''),
('logic_synthesis', 'adder_share', '0.00338', ''),
('logic_synthesis', 'synth-simple-area-share', '0.264', ''),
('hold_path', 'hp-class', 'reg -> reg', ''),
('logic_synthesis', 'synth.area.mux_share', '0.0182', ''),
('layout', 'areaGrowthSynthToFinish', '33.0', '%'),
('logic_synthesis', 'synthTopLogicFamily', 'simple AND/OR/NAND/NOR gates', ''),
('timing', 'final_max_slew_viol_count', '0', ''),
('global_route', 'grt_util_all_layers', '0.180', ''),
('drt', 'ant_nets', '0', ''),
('job', 'tool_warnings', '25', ''),
('timing', 'clock_skew', '0.00980', 'ns'),
('global_route', 'grt_antenna_before_repair', '0', ''),
('power', 'ir_worst_vdd', '0.103', 'mV'),
('worst_setup_path', 'crit_type', 'in -> reg', ''),
('worst_setup_path', 'crit_fanout', '20', ''),
('timing', 'final_critical_period', '3.69', 'ns'),
('logic_synthesis', 'edf_count', '0', ''),
('clock_tree', 'ctsResizeCount', '0', ''),
('floorplanning', 'dieHeight', '98.3', 'um'),
('timing', 'fin_hold_ws', '0.451', 'ns'),
('layout', 'layout.filler_cells', '806', ''),
('drt', 'detailroute.via_count', '3209', ''),
('logic_synthesis', 'compound_area_frac', '0.140', ''),
('clock_tree', 'cts_tree', 'built', ''),
('worst_setup_path', 'max_stage_delay', '0.56', 'ns'),
('floorplanning', 'floorplan_core_area', '8850', 'sq um'),
('drt', 'drt_first_pass_iters', '6', ''),
('global_route', 'vias_in_the_first_global_route', '2945', ''),
('layout', 'lay_top_count', 'sky130_fd_sc_hd__nand2_1', ''),
('clock_tree', 'htree_levels', '3', ''),
('timing', 'hold_violations', '0', ''),
('timing', 'totalNegativeSetupSlack', '0', 'ns'),
('global_route', 'pin_count_of_the_biggest_net_entering_global_routing', '57', ''),
('clock_tree', 'numCtsBuffers', '9', ''),
('logic_synthesis', 'mapped_area', '3710', 'sq um'),
('clock_tree', 'clock_tree.root_cell', 'sky130_fd_sc_hd__clkbuf_8', ''),
('power', 'cellLeakagePower', '1.71', 'nW'),
('job', 'max_cap_viol_count', '0', ''),
('worst_setup_path', 'cp-end-kind', 'flop', ''),
('floorplanning', 'floorplan.die_area', '9650', 'sq um'),
('timing', 'setup-violations-final', '0', ''),
('drt', 'route.final.wire_length', '8360', 'um'),
('place', 'globalplace.congestion', '0.728', ''),
('logic_synthesis', 'yosys_warnings', '0', ''),
('logic_synthesis', 'yosys_area', '3710', 'sq um'),
('logic_synthesis', 'post_synth_xor_area_fraction', '0.00945', ''),
('worst_setup_path', 'critical_path.slowest_cell', 'sky130_fd_sc_hd__nand3_1', ''),
('place', 'place.detailed.hpwl', '5310', 'um'),
('clock_tree', 'postCtsSetupBuffers', '0', ''),
('layout', 'drive_above_1_share', '0.0647', ''),
('drt', 'remaining_drc_errors', '0', ''),
('status', 'result_of_the_run', 'finished clean', ''),
('timing', 'grt_setup_unrepaired', 'no', ''),
('global_route', 'grt_overflow_total', '0', ''),
('clock_tree', 'cts_max_path_buffers', '2', ''),
('worst_setup_path', 'worst_ep_arrival_time', '3.93', 'ns'),
('floorplanning', 'rows', '34', ''),
('clock_tree', 'clk_pin_slew', '0.08', 'ns'),
('logic_synthesis', 'synth-seq-area-share', '0.502', ''),
('logic_synthesis', 'main_flop_type_after_synthesis', 'sky130_fd_sc_hd__dfxtp_1', ''),
('clock_tree', 'holdBufCountCts', '0', ''),
('worst_setup_path', 'path_cells', 'clkdlybuf4s50_1, nand2b_2, nand3_1, nor4_1, mux2_2', ''),
('global_route', 'global_route_wire_length_before_repair', '13900', 'um');
-- per-layer routing --
layer	part of all wire	track usage	wire, um
met5	0	0	0
met4	0.0072	0.0115	60
met3	0.076	0.0647	637
met2	0.45	0.275	3730
met1	0.47	0.266	3930
-- synth_stat cells, types with 3 or more instances --
cell type,n,area (sq um)
sky130_fd_sc_hd__nand4_1,6,37.5
sky130_fd_sc_hd__dfxtp_1,93,1860
sky130_fd_sc_hd__mux2_2,6,67.6
sky130_fd_sc_hd__nor2_1,11,41.3
sky130_fd_sc_hd__buf_1,3,11.3
sky130_fd_sc_hd__nor2b_1,7,43.8
sky130_fd_sc_hd__clkbuf_1,20,75.1
sky130_fd_sc_hd__nand2_1,141,529
sky130_fd_sc_hd__xor2_1,3,26.3
sky130_fd_sc_hd__nand3_1,7,35.0
sky130_fd_sc_hd__or4_1,9,67.6
sky130_fd_sc_hd__a21oi_1,81,405
sky130_fd_sc_hd__buf_4,12,90.1
sky130_fd_sc_hd__nor4_1,6,37.5
sky130_fd_sc_hd__o21ai_0,9,45.0
sky130_fd_sc_hd__o31ai_1,9,67.6
sky130_fd_sc_hd__or3_1,7,43.8
sky130_fd_sc_hd__inv_1,3,11.3
-- report_power, final --
group	total (mW)	internal, mW	switching (mW)
sequential	0.471	0.463	0.00766
clock	0.328	0.178	0.150
combinational	0.0702	0.0411	0.0291
-- worst paths after layout --
path	slack (ns)	start	endpoint	cells past startpoint
hold reg to reg	0.45	pc_o[28]	pc_o[28]	2
setup / recovery	4.51	ready_i	pc_req[24]	5
hold / removal	0.45	pc_o[28]	pc_o[28]	2
setup reg to reg	6.08	pc_req[3]	pc_req[17]	4
-- critical path: cells and delay by family --
family	cells	cell delay, ns
multiplexers	1	0.37
buffers and inverters	1	0.53
AND/OR/NAND/NOR	3	1.38
-- flip-flops by register name (all words and copies together) (netlist names) --
name	count
pc_o	30
pc_req	30
valid_o	1
inst_o	32
-- through the flow --
step,setup slack (ns),std cells,power (mW),area (sq um)
after global routing,4.33,649,0.909,4930
final,4.51,649,0.869,4930
after global placement,4.27,634,0.552,4720
after floorplan,5.35,457,0.508,3710
after CTS,4.54,649,0.886,4930
after detailed placement,4.16,634,0.553,4720
-- cell families after synthesis --
group / Yosys count
buffers and inverters: 43
AOI/OAI and AO/OA: 99
other: 1
DFF: 93
adders and majority gates: 1
and+or+nand+nor: 209
xor gates and xnor gates: 4
muxes: 6
-- final cells by class --
type                            count  area, sq um  share of cell area
Sequential cell                    93         1860               0.378
Multi-Input combinational cell    321         1630               0.330
Timing Repair Buffer              109         1080               0.219
Clock buffer                       11          141              0.0287
Tap cell                          108          135              0.0274
Clock inverter                      4         72.6              0.0147
Inverter                            3         11.3             0.00228
Power and IR drop assume default switching activity.
